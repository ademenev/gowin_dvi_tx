==> /design/flow/design.v <==
module vesa(rst_n, column, row, vsync, hsync, data_en, clock);
input rst_n;
input clock;
output reg [10:0] column;
output reg [10:0] row;
output reg vsync;
output reg hsync;
output reg data_en;
localparam h_sync_time = 12'd40;
localparam h_bporch_time = 12'd220;
localparam h_fporch_time = 12'd110;
localparam h_lborder_time = 12'd0;
localparam h_rborder_time = 12'd0;
localparam h_addr_time = 12'd1280;
localparam v_sync_time = 12'd5;
localparam v_bporch_time = 12'd20;
localparam v_fporch_time = 12'd5;
localparam v_tborder_time = 12'd0;
localparam v_bborder_time = 12'd0;
localparam v_addr_time = 12'd720;
localparam h_total_time = h_sync_time + h_bporch_time + h_fporch_time + h_lborder_time + h_rborder_time + h_addr_time;
localparam v_total_time = v_sync_time + v_bporch_time + v_fporch_time + v_tborder_time + v_bborder_time + v_addr_time;
reg [11:0] col_counter = 0 ;
reg [11:0] row_counter = 0;
wire last_col = col_counter >= h_total_time - 1'b1;
wire last_row = row_counter >= v_total_time - 1'b1;
wire [11:0] row_addr_int;
wire [11:0] col_addr_int;
assign col_addr_int = col_counter - (h_sync_time + h_bporch_time + h_lborder_time );
assign row_addr_int = row_counter - (v_sync_time + v_bporch_time + v_tborder_time );
wire v_en = (row_addr_int < v_addr_time);
wire h_en = (col_addr_int < h_addr_time);
always@(posedge clock or negedge rst_n) begin
  if (!rst_n) begin
    col_counter <= 0;
    row_counter <= 0;
    column <= 0;
    row <= 0;
    vsync <= 0;
    hsync <= 0;
    data_en <= 0;
  end else begin
    if (last_col) col_counter <= 12'b0;
    else col_counter <= col_counter + 1'b1;
    if (last_row & last_col) row_counter <= 12'b0;
    else if (last_col) row_counter <= row_counter + 1'b1;
    hsync <= (col_counter < h_sync_time - 1);
    column <= col_addr_int[10:0];
    row <= row_addr_int[10:0];
    data_en <= v_en & h_en;
    vsync <= (row_counter < v_sync_time);
  end
end
endmodule
==> /design/flow/run.sh <==
#!/bin/bash
# OpenROAD 26Q1-2900-gdf79404cd8, Yosys 0.63+post, stock flow scripts
make -C /OpenROAD-flow-scripts/flow DESIGN_CONFIG=/design/flow/config.mk WORK_HOME=/design/flow/orfs finish
==> /design/flow/config.mk <==
export PLATFORM = sky130hd
export DESIGN_NAME = vesa
export DESIGN_NICKNAME = vesa
export VERILOG_FILES = /design/flow/design.v
export SDC_FILE = /design/flow/constraint.sdc
export NUM_CORES = 4
export LEC_CHECK = 1
export CORE_UTILIZATION = 50
==> /design/flow/constraint.sdc <==
current_design vesa

set clk_period 5.1
set clk_io_pct 0.2

create_clock -name clk0 -period $clk_period [get_ports {clock}]

set non_clock_inputs [all_inputs -no_clocks]
set_input_delay [expr $clk_period * $clk_io_pct] -clock clk0 $non_clock_inputs
set_output_delay [expr $clk_period * $clk_io_pct] -clock clk0 [all_outputs]
==> flow_metrics.tcl <==
# place-and-route summary
set metrics [dict create \
    cellLeakagePower_nw 1.205 \
    maxCapViolations 0 \
    wl_um 4327 \
    setup.worst_path.class "flop to flop" \
    fin_setup_tns_ns 0 \
    worst-path-max-fanout 23 \
    synth_dominant_cell_count "dfrtp_1" \
    floorplanUtilization 0.5211 \
    post-cts-setup-buffers 0 \
    chipArea_um2 5240 \
    cts_num_sinks 49 \
    sum_of_net_half_perimeters_after_detailed_placement_um 2998 \
    routed-via-count 1737 \
    first_pass_grt_wire_length_um 7562 \
    routed_via_density 5.248 \
    area_growth_syn_to_layout_pct 15.10 \
    core_um2 4755 \
    worst_path_max_delay_cell "dfrtp_1" \
    ys.warnings.count 1 \
    regArea_um2 1226 \
    antenna_cells 0 \
    period_needed_ns 2.170 \
    cts_hold_buf 0 \
    fraction_of_layout_instances_using_a_drive_strength_above_1 0.07955 \
    timing.final.setup_violations 0 \
    cpPeakStageDelay_ns 0.49 \
    worst_hold_slack_ns 0.4351 \
    buffer_ports.inserted 26 \
    postRouteAntennaNets 0 \
    synth_area_per_cell_um2 10.19 \
    cts_max_level 2 \
    ys_top_cells_by_count "49 x dfrtp_1, 21 x nor2_1, 20 x nand2_1" \
    end_kind "flop" \
    route.detailed.drc 0 \
    portion_of_the_clock_cycle_consumed_by_the_worst_path_in_the_final_layout 0.4255 \
    fmax_mhz 460.8 \
    synth_top_area_share 0.4949 \
    final-max-slew-violation-count 0 \
    hold_path_class "flop to flop" \
    power_density_nw_per_um2 376.3 \
    worstMarginPinSlew_ns 0.6267 \
    synth-area-yosys_um2 2477 \
    cts_tree "done" \
    warning_count 32 \
    timing.final.hold_violations 0 \
    maximum_number_of_pins_on_one_net_before_global_route_repair 50 \
    globalRoute.totalOverflow 0 \
    critical_path.cell_chain "inv_1, ha_1, and3b_1, o21ai_2, a31o_2, o21ai_0, a32o_1" \
    synth-main-ff-cell "dfrtp_1" \
    hold_depth 0 \
    fin_worst_skew_ns 0.01209 \
    post_cts_resized 0 \
    cpLargestDelayFamily "AND-OR/OR-AND gates" \
    first_global_vias 1573 \
    irDropWorstVdd_mv 0.1926 \
    die_height_um 72.39 \
    max-clock-path-buffers 2 \
    dr.first_iter.drc_count 128 \
    synth-seq-cells 49 \
    async_set_or_reset_flop_fraction_in_the_synthesized_netlist 1.000 \
    r2r_depth 7 \
    rows 25 \
    clock-root-buffer "clkbuf_8" \
    synth-cells-yosys 243 \
    antenna_found_initial 0 \
    syn-instance-count 243 \
    worstSkewPairLatency_ns 0.30 \
    fillers 425 \
    final-comb-area_um2 1117 \
    synth.cell_area_um2 2477 \
    post_drt_wl_per_cell_um 13.07 \
    cts_buffers 5 \
    clk_pin_slew_ns 0.09 \
    cp_launch_type "flop" \
    gr_usage_total 0.1922 \
    worstPathArrival_ns 2.36 \
    globalplace.congestion 0.8564 \
    crit_buf_inv 1 \
    status "completed" \
    worst_ep_required_time_ns 5.29 \
    synth_area_leader_cell "dfrtp_1" \
    ys_seq_share 0.4949 \
    crit_cells 7 \
    i_o_pins 27 \
    post_synth_main_area_contributors "dfrtp_1 49%, ha_1 4.5%, xor2_1 3.9%, xnor2_1 3.5%, nor2_1 3.2%" \
    netlist-cell-type-count 55 \
    edf_count 0 \
    detailedRoute.firstPassIterationCount 4 \
    setup_repair_after_global_routing_missed_its_margin "false" \
    slew_headroom 0.5822 \
    floorplan.die.width_um 72.39 \
]
[logic make-up (layout without fill, tap and decap cells)]
kind of cell    count (synthesis)  after routing  synth area share
simple gates                   91             91            0.1955
flops                          49             49            0.4950
compound gates                 46             46            0.1344
buf+inv                        26             47           0.05404
xor+xnor                       21             21           0.07424
fa+ha+maj                       9              9           0.04546
other cells                     1              1          0.001514
[final cells by class]
cell class,instances,share of cell area
clock inverters,1,0.01053
clock buffers,7,0.03028
repair buffers,27,0.09215
inverters,12,0.01580
well taps,67,0.02940
multi-input cells,168,0.3918
flip-flops and latches,49,0.4300
[cells in the final DEF, fill, tap and decap left out, types with 2 or more instances in the layout]
cell type	synthesis	final
a31oi_1	2	2
o21ai_0	12	12
clkdlybuf4s50_1	0	25
nand2_1	20	20
xnor2_1	10	10
o2bb2ai_1	2	2
nor2b_1	4	4
inv_1	12	12
nor4_1	3	3
nand4_1	4	4
and3_1	2	2
a32o_1	3	3
nor3_1	5	5
a21oi_1	9	9
ha_1	9	9
xor2_1	11	11
and3b_1	3	3
a41oi_1	2	2
and2_2	2	2
clkbuf_8	0	6
nor2_1	21	21
nand2b_1	4	4
dfrtp_1	49	49
a211o_1	2	2
nand3_1	11	11
[layer usage]
layer | up-vias | routed length [µm] | global-route usage
li1 | 875 | - | -
met1 | 804 | 2239 | 0.3390
met2 | 53 | 1786 | 0.2658
met3 | 5 | 254 | 0.03380
met4 | 0 | 46 | 0.02397
met5 | - | 0 | 0
[metrics by stage]
stage / setup slack, ns / instances / power (mW) / instance area, µm² / utilization
global placement: 2.926 / 323 / 0.8049 / 2735 / 0.5753
global route: 2.648 / 331 / 1.148 / 2851 / 0.5997
finish: 2.930 / 331 / 1.073 / 2851 / 0.5997
CTS: 2.898 / 331 / 1.083 / 2851 / 0.5997
floorplan: 3.244 / 243 / 0.6778 / 2477 / -
detailed placement: 2.902 / 323 / 0.8004 / 2735 / 0.5753
[worst paths after layout]
| check | start | endpoint | slack (ns) |
|---|---|---|---|
| worst max-delay path | col_counter[3] | row_counter[6] | 2.93 |
| worst min-delay path | col_counter[1] | column[1] | 0.44 |
| worst max register to register | col_counter[3] | row_counter[6] | 2.93 |
| worst min register to register | col_counter[1] | column[1] | 0.44 |
| max in group asynchronous | rst_n | col_counter[0] | 3.89 |
| min in group asynchronous | rst_n | data_en | 0.81 |
[registers in the layout, summed over array words and instances, names as in the netlist]
name,flops
vsync,1
column,11
data_en,1
col_counter,12
row,11
hsync,1
row_counter,12
[report_power, final]
group	leakage [nW]	internal, mW	switching (mW)
combinational	0.559	0.156	0.115
sequential	0.587	0.452	0.0698
clock	0.0585	0.160	0.120
total	1.20	0.768	0.305
Power is estimated from default activity; no workload was simulated.
