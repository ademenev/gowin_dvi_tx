[flow/run.sh]
#!/bin/bash
# OpenROAD 26Q1-2900-gdf79404cd8, Yosys 0.63+post, stock flow scripts
make -C /OpenROAD-flow-scripts/flow DESIGN_CONFIG=/design/flow/config.mk WORK_HOME=/design/flow/orfs finish
[flow/design.v]
module dvi_encoder(
  rst_n,
  pix_clk,
  de,
  data,
  control,
  encoded
);
input rst_n;
input pix_clk;
input de;
input [1:0]control;
input [7:0]data;
output reg [9:0] encoded;
reg [4:0] bias = 8'b0;
function [3:0] ones(input [7:0]data);
  ones = 4'b0 + data[0] + data[1] + data[2] + data[3] + data[4] + data[5] + data[6] + data[7];
endfunction
wire [8:0]qm_0 = {
  1'b1,
  data[0] ^ data[1] ^ data[2] ^ data[3] ^ data[4] ^ data[5] ^ data[6] ^ data[7],
  data[0] ^ data[1] ^ data[2] ^ data[3] ^ data[4] ^ data[5] ^ data[6],
  data[0] ^ data[1] ^ data[2] ^ data[3] ^ data[4] ^ data[5],
  data[0] ^ data[1] ^ data[2] ^ data[3] ^ data[4],
  data[0] ^ data[1] ^ data[2] ^ data[3],
  data[0] ^ data[1] ^ data[2],
  data[0] ^ data[1],
  data[0]
};
wire [8:0]qm_1 = {
  1'b0,
  data[0] ^ ~data[1] ^ ~data[2] ^ ~data[3] ^ ~data[4] ^ ~data[5] ^ ~data[6] ^ ~data[7],
  data[0] ^ ~data[1] ^ ~data[2] ^ ~data[3] ^ ~data[4] ^ ~data[5] ^ ~data[6],
  data[0] ^ ~data[1] ^ ~data[2] ^ ~data[3] ^ ~data[4] ^ ~data[5],
  data[0] ^ ~data[1] ^ ~data[2] ^ ~data[3] ^ ~data[4],
  data[0] ^ ~data[1] ^ ~data[2] ^ ~data[3],
  data[0] ^ ~data[1] ^ ~data[2],
  data[0] ^ ~data[1],
  data[0]
};
wire [3:0]ones_in_data = ones(data);
wire [8:0]qm = (ones_in_data > 4) || ((ones_in_data == 4) && !data[0]) ? qm_1 : qm_0;
wire [3:0]ones_in_qm = ones(qm[7:0]);
wire [4:0] disparity = {ones_in_qm, 1'b0} - 5'd8;
wire invert = bias[4] ^ (ones_in_qm[3:2] != 0);
always@(posedge pix_clk) begin
  if (!rst_n) begin
    bias <= 0;
    encoded <= 0;
  end else begin
    if (!de) begin
      bias <= 0;
      case (control)
        2'b00: encoded <= 10'b1101010100;
        2'b01: encoded <= 10'b0010101011;
        2'b10: encoded <= 10'b0101010100;
        2'b11: encoded <= 10'b1010101011;
      endcase
    end else begin
      if ((bias == 0) || (ones_in_qm == 4)) begin
        encoded[9] <= ~qm[8];
        encoded[8] <= qm[8];
        encoded[7:0] <= qm[8] ? qm[7:0] : ~qm[7:0];
        bias <= qm[8] ? bias + disparity : bias - disparity; 
      end else begin
        encoded[9] <= invert;
        encoded[8] <= qm[8];
        encoded[7:0] <= qm[7:0] ^ {8{invert}};
        bias <= invert ? bias + {qm[8], 1'b0} - disparity : bias - {~qm[8], 1'b0} + disparity;
      end
    end
  end
end
endmodule
[flow/config.mk]
export PLATFORM = sky130hd
export DESIGN_NAME = dvi_encoder
export DESIGN_NICKNAME = dvi_encoder
export VERILOG_FILES = /design/flow/design.v
export SDC_FILE = /design/flow/constraint.sdc
export NUM_CORES = 4
export LEC_CHECK = 1
export CORE_AREA = 10 10 113 113
export DIE_AREA = 0 0 123 123
[flow/constraint.sdc]
current_design dvi_encoder

set clk_period 7.7
set clk_io_pct 0.2

create_clock -name clk0 -period $clk_period [get_ports {pix_clk}]

set non_clock_inputs [all_inputs -no_clocks]
set_input_delay [expr $clk_period * $clk_io_pct] -clock clk0 $non_clock_inputs
set_output_delay [expr $clk_period * $clk_io_pct] -clock clk0 [all_outputs]
==> results.py <==
# Metrics from the implementation run
metrics = {
    "sta": {
        "fin_crit_sh_pct": 107,
        "worstMarginPinSlew_ps": 1010,
        "min_period_ps": 8220,
        "hold-worst-slack_ps": 782,
        "fin_worst_skew_ps": 1.69,
        "relSlewSlack_pct": 32.3,
        "rsz0062_at_grt": "true",
        "drv_slew": 0,
        "final-hold-violation-count": 0,
        "setup-violations-final": 12,
        "fin_ws_ps": -520,
        "max_freq_ghz": 0.122,
    },
    "synth": {
        "yosysCellCount": 171,
        "top_cell_area_share_pct": 17.1,
        "edf_count": 0,
        "synth_flops": 14,
        "yosysUniqueCellTypes": 36,
        "top_cells_by_area": "dfxtp_1, fa_1, ha_1",
        "top_area_cell": "dfxtp_1",
        "synthFlopType": "dfxtp_1",
        "common_cells": "inv_1, ha_1, xnor2_1",
        "synth_seq_share_pct": 17.1,
        "yosys_area_mm2": 0.00164,
        "async_flop_share_pct": 0,
        "syn_area_mm2": 0.00164,
        "synth_cells": 171,
        "synth.avg_cell_area_um2": 9.60,
        "yosys_warnings": 1,
        "most_common_cell": "inv_1",
    },
    "detailed_routing": {
        "detail-route-antenna-nets": 0,
        "wl_per_cell_um": 8.98,
        "via_per_inst": 3.52,
        "antenna-diode-count": 0,
        "first_pass_iters": 4,
        "wirelength_mm": 3.32,
        "drtIter0Drc": 26,
        "num_vias": 1304,
        "drc": 0,
    },
    "place": {
        "placedCellCount": 361,
        "gp_congestion": 0.794,
        "hpwlAfterDp_mm": 2.97,
        "place.port_buffers": 22,
    },
    "flow_run": {
        "drv_cap": 0,
        "warnings": 33,
    },
    "hold_path": {
        "whs_path_depth": 3,
        "hold_path.startpoint": "bias[1]",
        "hold_end": "bias[1]",
        "hold_class": "flop to flop",
    },
    "worst_setup_path": {
        "crit_path_top_delay_cell": "fa_1",
        "reg2reg_to": "bias[4]",
        "end_kind": "flop",
        "r2r_start": "bias[1]",
        "start_kind": "primary input",
        "cpMostUsedCell": "fa_1",
        "path_class": "primary input to flop",
        "required_ps": 7860,
        "max_stage_delay_ps": 550,
        "worst-r2r-setup-slack_ps": 5330,
        "worstPathArrival_ps": 8380,
        "critPathMaxFanout": 3,
        "ff2ff_path_depth": 10,
    },
    "layout": {
        "fin_util_pct": 24.5,
        "syn2layout_area_growth_pct": 54.2,
        "drive_gt1_share_pct": 35.0,
        "n_fill_cell": 1051,
        "layoutNonFillerInstCount": 370,
    },
    "die": {
        "ios": 23,
        "fp-utilization_pct": 15.9,
        "dieHeight_um": 123,
        "fp.dieW_um": 123,
        "core_area_mm2": 0.0103,
        "die_area_mm2": 0.0151,
        "std_cell_rows": 37,
    },
    "global_routing": {
        "grt_usage_pct": 4.31,
        "grt.overflow.total": 0,
        "grt_max_degree": 9,
        "antenna_found_initial": 0,
        "grt_first_pass_wirelength_mm": 5.57,
        "grt_pass1_vias": 1220,
    },
    "clocking": {
        "cts_hold_buf": 0,
        "clk_pin_slew_ps": 50,
        "cts.sinks": 14,
        "clk_latency_ps": 240,
        "cts_tree": "built",
        "cts_buffers": 3,
        "cts_buffer_depth": 2,
        "h-tree-depth": 1,
        "cts_root_buf": "clkbuf_8",
    },
    "outcome": {
        "violations": "setup timing",
        "status": "complete, but fails checks",
    },
}
## worst max-delay path, delay by kind of cell
kind | cells | cell delay [ps]
xor+xnor | 2 | 260
simple gates | 2 | 340
compound gates | 3 | 590
fa+ha+maj | 13 | 5150
buf+inv | 7 | 370
mux | 1 | 120
## placed cells by master, fill, tap and decap left out, types with 4 or more instances in the layout
cell type         n
nand2b_1          4
xor2_1           10
mux2i_1           4
inv_2             4
dfxtp_1          14
a21oi_1           7
buf_6             4
o21ai_0           4
inv_1            21
fa_1             10
buf_4            38
clkdlybuf4s50_1  19
ha_4              4
nor2_1            5
ha_1             13
a211oi_1          6
xnor2_1          16
## kinds of logic after synthesis
| kind of cell | count (synthesis) | synth area share, % |
|---|---|---|
| mux | 6 | 4.65 |
| fa+ha+maj | 33 | 30.9 |
| compound gates | 29 | 11.4 |
| simple gates | 26 | 8.38 |
| buf+inv | 31 | 7.54 |
| flops | 14 | 17.1 |
| xor+xnor | 32 | 20.0 |
## layer usage
metal  up-vias  GRT usage (%)  wire [µm]
met1       604           6.10       1530
met2        13           6.99       1620
li1        685              -          -
met3         2          0.463        107
met5         -              0          0
met4         0          0.946         68
## registers in the layout, indices dropped and copies added (netlist names)
signal   cells
encoded     10
bias         4
## stage by stage
| stage | instance area (µm²) | TNS, ps | worst slack, ps |
|---|---|---|---|
| 3_3_place_gp | 2380 | -13930 | -1440 |
| 3_5_place_dp | 2380 | -14760 | -1540 |
| 6_report | 2530 | -1000 | -520 |
| 5_1_grt | 2530 | -4280 | -778 |
| 2_1_floorplan | 1750 | -3480 | -642 |
| 4_1_cts | 2500 | -1680 | -573 |
## worst max path at each step
stage	endpoint	depth (start not counted)	start
after global routing	bias[4]	28	data[3]
final	bias[4]	28	data[3]
after CTS	bias[4]	28	data[3]
## what timing repair did
action / CTS / global route
setup buffers: 4 / 4
pin swaps: 27 / 11
endpoints found under the setup margin: 13 / 13
gates resized: 28 / 3
## final cells by class
class / count / area, µm² / area share (%)
multi-input combinational: 126 / 1370 / 54.1
inverter: 28 / 130 / 5.14
clock buffer: 3 / 41.3 / 1.63
timing repair buffer: 63 / 541 / 21.4
tap: 136 / 170 / 6.72
sequential: 14 / 280 / 11.1
